--- design/flow/design.v ---
module song_rom (
    input clk,
    input [6:0] addr,
    output reg [11:0] dout
);  
    wire [11:0] memory [127:0];
    always @(posedge clk)                       
        dout = memory[addr];                    
    assign memory[   0  ] = {6'd49, 6'd12}  ;    
    assign memory[   1  ] = {6'd1, 6'd8}    ;    
    assign memory[   2  ] = {6'd51, 6'd12}  ;    
    assign memory[   3  ] = {6'd3, 6'd8}    ;    
    assign memory[   4  ] = {6'd52, 6'd12}  ;    
    assign memory[   5  ] = {6'd4, 6'd8}    ;    
    assign memory[   6  ] = {6'd54, 6'd12}  ;    
    assign memory[   7  ] = {6'd6, 6'd8}    ;    
    assign memory[   8  ] = {6'd56, 6'd12}  ;    
    assign memory[   9  ] = {6'd8, 6'd8}    ;    
    assign memory[  10  ] = {6'd57, 6'd12}  ;    
    assign memory[  11  ] = {6'd9, 6'd8}    ;    
    assign memory[  12  ] = {6'd59, 6'd12}  ;    
    assign memory[  13  ] = {6'd11, 6'd8}   ;    
    assign memory[  14  ] = {6'd13, 6'd12}  ;    
    assign memory[  15  ] = {6'd25, 6'd8}   ;    
    assign memory[  16  ] = {6'd15, 6'd12}  ;    
    assign memory[  17  ] = {6'd27, 6'd8}   ;    
    assign memory[  18  ] = {6'd16, 6'd12}  ;    
    assign memory[  19  ] = {6'd28, 6'd8}   ;    
    assign memory[  20  ] = {6'd18, 6'd12}  ;    
    assign memory[  21  ] = {6'd30, 6'd8}   ;    
    assign memory[  22  ] = {6'd20, 6'd12}  ;    
    assign memory[  23  ] = {6'd32, 6'd8}   ;    
    assign memory[  24  ] = {6'd21, 6'd12}  ;    
    assign memory[  25  ] = {6'd33, 6'd8}   ;    
    assign memory[  26  ] = {6'd23, 6'd12}  ;    
    assign memory[  27  ] = {6'd35, 6'd8}   ;    
    assign memory[  28  ] = {6'd37, 6'd0}   ;    
    assign memory[  29  ] = {6'd37, 6'd0}   ;    
    assign memory[  30  ] = {6'd0, 6'd0}    ;    
    assign memory[  31  ] = {6'd0, 6'd0}    ;    
    assign memory[  32  ] = {6'd35, 6'd36}  ;    
    assign memory[  33  ] = {6'd42, 6'd36}  ;    
    assign memory[  34  ] = {6'd38, 6'd54}  ;    
    assign memory[  35  ] = {6'd37, 6'd18}  ;    
    assign memory[  36  ] = {6'd35, 6'd18}  ;    
    assign memory[  37  ] = {6'd38, 6'd18}  ;    
    assign memory[  38  ] = {6'd37, 6'd18}  ;    
    assign memory[  39  ] = {6'd35, 6'd18}  ;    
    assign memory[  40  ] = {6'd34, 6'd18}  ;    
    assign memory[  41  ] = {6'd37, 6'd18}  ;    
    assign memory[  42  ] = {6'd30, 6'd36}  ;    
    assign memory[  43  ] = {6'd35, 6'd18}  ;    
    assign memory[  44  ] = {6'd30, 6'd18}  ;    
    assign memory[  45  ] = {6'd37, 6'd18}  ;    
    assign memory[  46  ] = {6'd30, 6'd18}  ;    
    assign memory[  47  ] = {6'd38, 6'd18}  ;    
    assign memory[  48  ] = {6'd37, 6'd9}   ;    
    assign memory[  49  ] = {6'd35, 6'd9}   ;    
    assign memory[  50  ] = {6'd37, 6'd18}  ;    
    assign memory[  51  ] = {6'd30, 6'd18}  ;    
    assign memory[  52  ] = {6'd35, 6'd18}  ;    
    assign memory[  53  ] = {6'd30, 6'd9}   ;    
    assign memory[  54  ] = {6'd35, 6'd9}   ;    
    assign memory[  55  ] = {6'd37, 6'd18}  ;    
    assign memory[  56  ] = {6'd30, 6'd9}   ;    
    assign memory[  57  ] = {6'd37, 6'd9}   ;    
    assign memory[  58  ] = {6'd38, 6'd18}  ;    
    assign memory[  59  ] = {6'd37, 6'd9}   ;    
    assign memory[  60  ] = {6'd35, 6'd9}   ;    
    assign memory[  61  ] = {6'd37, 6'd9}   ;    
    assign memory[  62  ] = {6'd30, 6'd9}   ;    
    assign memory[  63  ] = {6'd42, 6'd9}   ;    
    assign memory[  64  ] = {6'd43, 6'd6}   ;    
    assign memory[  65  ] = {6'd44, 6'd8}   ;    
    assign memory[  66  ] = {6'd0, 6'd34}   ;    
    assign memory[  67  ] = {6'd46, 6'd6}   ;    
    assign memory[  68  ] = {6'd47, 6'd8}   ;    
    assign memory[  69  ] = {6'd0, 6'd34}   ;    
    assign memory[  70  ] = {6'd43, 6'd6}   ;    
    assign memory[  71  ] = {6'd44, 6'd8}   ;    
    assign memory[  72  ] = {6'd0, 6'd10}   ;    
    assign memory[  73  ] = {6'd46, 6'd6}   ;    
    assign memory[  74  ] = {6'd47, 6'd8}   ;    
    assign memory[  75  ] = {6'd0, 6'd10}   ;    
    assign memory[  76  ] = {6'd52, 6'd6}   ;    
    assign memory[  77  ] = {6'd51, 6'd8}   ;    
    assign memory[  78  ] = {6'd0, 6'd10}   ;    
    assign memory[  79  ] = {6'd44, 6'd6}   ;    
    assign memory[  80  ] = {6'd47, 6'd8}   ;    
    assign memory[  81  ] = {6'd0, 6'd10}   ;    
    assign memory[  82  ] = {6'd51, 6'd6}   ;    
    assign memory[  83  ] = {6'd50, 6'd56}  ;    
    assign memory[  84  ] = {6'd49, 6'd8}   ;    
    assign memory[  85  ] = {6'd47, 6'd8}   ;    
    assign memory[  86  ] = {6'd44, 6'd8}   ;    
    assign memory[  87  ] = {6'd42, 6'd8}   ;    
    assign memory[  88  ] = {6'd44, 6'd40}  ;    
    assign memory[  89  ] = {6'd0, 6'd60}   ;    
    assign memory[  90  ] = {6'd43, 6'd6}   ;    
    assign memory[  91  ] = {6'd44, 6'd14}  ;    
    assign memory[  92  ] = {6'd0, 6'd28}   ;    
    assign memory[  93  ] = {6'd46, 6'd6}   ;    
    assign memory[  94  ] = {6'd47, 6'd16}  ;    
    assign memory[  95  ] = {6'd0, 6'd26}   ;    
    assign memory[  96  ] = {6'd0, 6'd0}    ;    
    assign memory[  97  ] = {6'd0, 6'd0}    ;    
    assign memory[  98  ] = {6'd0, 6'd0}    ;    
    assign memory[  99  ] = {6'd0, 6'd0}    ;    
    assign memory[  100 ] = {6'd0, 6'd0}    ;    
    assign memory[  101 ] = {6'd0, 6'd0}    ;    
    assign memory[  102 ] = {6'd0, 6'd0}    ;    
    assign memory[  103 ] = {6'd0, 6'd0}    ;    
    assign memory[  104 ] = {6'd0, 6'd0}    ;    
    assign memory[  105 ] = {6'd0, 6'd0}    ;    
    assign memory[  106 ] = {6'd0, 6'd0}    ;    
    assign memory[  107 ] = {6'd0, 6'd0}    ;    
    assign memory[  108 ] = {6'd0, 6'd0}    ;    
    assign memory[  109 ] = {6'd0, 6'd0}    ;    
    assign memory[  110 ] = {6'd0, 6'd0}    ;    
    assign memory[  111 ] = {6'd0, 6'd0}    ;    
    assign memory[  112 ] = {6'd0, 6'd0}    ;    
    assign memory[  113 ] = {6'd0, 6'd0}    ;    
    assign memory[  114 ] = {6'd0, 6'd0}    ;    
    assign memory[  115 ] = {6'd0, 6'd0}    ;    
    assign memory[  116 ] = {6'd0, 6'd0}    ;    
    assign memory[  117 ] = {6'd0, 6'd0}    ;    
    assign memory[  118 ] = {6'd0, 6'd0}    ;    
    assign memory[  119 ] = {6'd0, 6'd0}    ;    
    assign memory[  120 ] = {6'd0, 6'd0}    ;    
    assign memory[  121 ] = {6'd0, 6'd0}    ;    
    assign memory[  122 ] = {6'd0, 6'd0}    ;    
    assign memory[  123 ] = {6'd0, 6'd0}    ;    
    assign memory[  124 ] = {6'd0, 6'd0}    ;    
    assign memory[  125 ] = {6'd0, 6'd0}    ;    
    assign memory[  126 ] = {6'd0, 6'd0}    ;    
    assign memory[  127 ] = {6'd0, 6'd0}    ;    
endmodule                           
--- design/flow/config.mk ---
export PLATFORM = sky130hd
export DESIGN_NAME = song_rom
export DESIGN_NICKNAME = song_rom
export VERILOG_FILES = /design/flow/design.v
export SDC_FILE = /design/flow/constraint.sdc
export NUM_CORES = 4
export LEC_CHECK = 1
export CORE_AREA = 10 10 99 99
export DIE_AREA = 0 0 109 109
--- design/flow/run.sh ---
#!/bin/bash
# OpenROAD 26Q1-2900-gdf79404cd8, Yosys 0.63+post, stock flow scripts
make -C /OpenROAD-flow-scripts/flow DESIGN_CONFIG=/design/flow/config.mk WORK_HOME=/design/flow/orfs finish
--- design/flow/constraint.sdc ---
current_design song_rom

set clk_period 5.2
set clk_io_pct 0.2

create_clock -name clk0 -period $clk_period [get_ports {clk}]

set non_clock_inputs [all_inputs -no_clocks]
set_input_delay [expr $clk_period * $clk_io_pct] -clock clk0 $non_clock_inputs
set_output_delay [expr $clk_period * $clk_io_pct] -clock clk0 [all_outputs]
==> metrics.yaml <==
run_status:
  outcome: "finished, final reports clean"
global_route:
  groute.usage.overall_pct: 12.9
  grt_start_max_net_pins: 55
  grtUsageMet1_pct: 17.4
  overall_overflow_remaining_after_global_route: 0
  use_met2_pct: 18.8
  global_route.usage.met3_pct: 2.75
  first_global_vias: 2411
  grt_first_pass_wirelength_um: 12600
  busiest_layer: "met2"
  grt_antenna_before_repair: 0
floorplan:
  design.portCount: 20
  chip_area_sq_mm: 0.0119
  initial_utilization_pct: 28.4
  die_height_um: 109
  rows: 32
  fp.dieW_um: 109
  floorplan.core_area_sq_mm: 0.00773
drt:
  wl_um: 7760
  drc: 0
  vias: 2590
  drt_iter0_markers: 384
  wire_per_inst_um: 18.5
  detail_route.antenna_diodes: 0
  vias_per_cell: 6.17
  dr.pass1.iters: 6
  ant_nets: 0
synthesis:
  yosysSeqAreaShare_pct: 10.9
  leading_register_cell_type_out_of_synthesis: "sky130_fd_sc_hd__dfxtp_1"
  yosys_register_bits: 12
  postSynth.asyncResetShare_pct: 0
  syn_avg_cell_area_sq_um: 6.82
  edf_count: 0
  synth-area-yosys_sq_mm: 0.00220
  yosysCellCount: 322
  netlist_area_sq_mm: 0.00220
  synth-warning-count: 1
  synthesis.instances: 322
  netlist-cell-type-count: 72
min_path:
  holdCritPathClass: "input pin to flip-flop"
  hold_path.startpoint: "addr[1]"
cells_and_area:
  layout_filler_cell_count: 813
  cell_area_after_layout_sq_mm: 0.00240
  finish.utilization_pct: 31.1
  growth_of_design_area_from_synthesis_to_finish_pct: 9.34
  drive_gt1_share_pct: 9.75
  largest_register_ff_count: 12
final_timing:
  fmaxAchievable_mhz: 279
  finalWorstPathRequiredPeriod_ps: 3590
  rsz0062_at_grt: "no"
  timing.final.setup_violations: 0
  drv_slew: 0
  hold_viol_final: 0
  final_min_period_over_clock_period_pct: 69.0
  hold_slack_ps: 1350
  setup_total_negative_slack_ps: 0
  timing_worst_slew_pin_value_ps: 890
  max-slew-margin-rel_pct: 40.5
pwr:
  ir_worst_vdd_mv: 0.0783
  p_seq_share_pct: 28.1
  total_switching_power_mw: 0.139
  sw_frac_of_total_pct: 35.3
  share_clk_of_total_power_pct: 24.2
  leakagePower_nw: 0.799
  power.share.combinational_pct: 47.8
  internal_power_mw: 0.255
  p_per_area_mw_per_mm2: 164
run:
  warning_count: 25
  drv_cap: 0
critical_path:
  worst-path-buf-inv: 2
  critPathSlowestCell: "sky130_fd_sc_hd__clkdlybuf4s50_1"
  worst_setup_path_start_kind: "input pin"
  worstPathCellList: "clkdlybuf4s50_1 > buf_4 > nand2_1 > o41ai_1 > a2111oi_4 > nand4b_2 > o311ai_0"
  critical_path_required_ps: 5290
  cp_launch_point: "addr[0]"
  endpoint_kind: "flip-flop"
  max_stage_delay_ps: 1050
  path_class: "input pin to flip-flop"
  worst-path-max-fanout: 25
  worst-endpoint-arrival_ps: 3680
  worst_path_dominant_cell_family: "buffers and inverters"
cts:
  cts-hold-fix-buffers: 0
  cts-resized-gates: 0
  clk_root_buffer_cell: "sky130_fd_sc_hd__clkbuf_8"
  post-cts-setup-buffers: 0
  max-clock-path-buffers: 2
  h-tree-depth: 1
  clock-sinks: 12
  cts_made_buffers: 3
  cts.reportedPaths.clkPinSlew_ps: 50
  tritoncts: "yes"
place:
  place_area_sq_mm: 0.00235
  io_buffers: 19
  dp_hpwl_um: 5530
  gp_congestion: 1.04
## final timing paths
path / endpoint / slack (ps) / depth (start not counted)
max: dout[3] / 1610 / 7
min: dout[0] / 1350 / 4
## synthesized netlist by cell type, types with 4 or more instances
master,count,area (sq um)
sky130_fd_sc_hd__or4_1,4,30.0
sky130_fd_sc_hd__o21ai_0,18,90.1
sky130_fd_sc_hd__dfxtp_1,12,240
sky130_fd_sc_hd__a31oi_1,4,25.0
sky130_fd_sc_hd__nand3_1,12,60.1
sky130_fd_sc_hd__buf_6,7,78.8
sky130_fd_sc_hd__clkbuf_1,6,22.5
sky130_fd_sc_hd__a22oi_1,5,37.5
sky130_fd_sc_hd__nor3_1,12,60.1
sky130_fd_sc_hd__nand2b_1,5,31.3
sky130_fd_sc_hd__nor4b_1,4,35.0
sky130_fd_sc_hd__o211ai_1,4,30.0
sky130_fd_sc_hd__nand2_1,30,113
sky130_fd_sc_hd__and3_1,4,25.0
sky130_fd_sc_hd__o21ai_1,4,20.0
sky130_fd_sc_hd__nor2b_1,16,100
sky130_fd_sc_hd__nor2_1,35,131
sky130_fd_sc_hd__nor3b_1,7,52.6
sky130_fd_sc_hd__buf_2,18,90.1
sky130_fd_sc_hd__xnor2_1,5,43.8
sky130_fd_sc_hd__a21oi_1,21,105
sky130_fd_sc_hd__o32ai_1,7,61.3
## power by group through the flow
stage,sequential (mW),clock (mW),combinational [mW]
CTS,0.111,0.0989,0.185
global route,0.112,0.106,0.204
finish,0.111,0.0953,0.188
## area by class of cell
| cell class | count | area (sq um) | area share, % |
|---|---|---|---|
| repair buffers | 27 | 240 | 10.0 |
| clock buffers | 4 | 55.1 | 2.29 |
| flip-flops and latches | 12 | 240 | 10.0 |
| multi-input cells | 271 | 1720 | 71.8 |
| well taps | 102 | 128 | 5.32 |
| inverters | 4 | 15.0 | 0.625 |
## cell usage in the layout (no fill, tap or decap), types with 4 or more instances in the layout
cell	synthesis	layout
sky130_fd_sc_hd__or4_1	4	4
sky130_fd_sc_hd__nor2_1	35	35
sky130_fd_sc_hd__nand2_1	30	30
sky130_fd_sc_hd__nand3_1	12	12
sky130_fd_sc_hd__o21ai_0	18	18
sky130_fd_sc_hd__xnor2_1	5	5
sky130_fd_sc_hd__a31oi_1	4	4
sky130_fd_sc_hd__nor4b_1	4	4
sky130_fd_sc_hd__a21oi_1	21	21
sky130_fd_sc_hd__nor3b_1	7	7
sky130_fd_sc_hd__a22oi_1	5	5
sky130_fd_sc_hd__clkbuf_8	0	4
sky130_fd_sc_hd__o32ai_1	7	7
sky130_fd_sc_hd__nand2b_1	5	5
sky130_fd_sc_hd__dfxtp_1	12	12
sky130_fd_sc_hd__and3_1	4	4
sky130_fd_sc_hd__nor2b_1	16	16
sky130_fd_sc_hd__o211ai_1	4	4
sky130_fd_sc_hd__buf_4	3	8
sky130_fd_sc_hd__nor3_1	12	12
sky130_fd_sc_hd__o21ai_1	4	4
sky130_fd_sc_hd__clkdlybuf4s50_1	0	17
## metal layers
metal | wire [um] | part of all wire (%) | vias to the layer above
met1 | 3090 | 40 | 1141
met4 | 488 | 6.3 | 0
li1 | - | - | 1198
met5 | 0 | 0 | -
met2 | 3320 | 43 | 210
met3 | 868 | 11 | 41
## logic make-up after synthesis
logic type	count (synthesis)	share of synthesized area, %
compound gates	104	34.0
mux	4	2.05
flops	12	10.9
buf+inv	39	10.6
simple gates	155	39.2
xor+xnor	8	3.19
## through the flow
step	total power [mW]	setup slack, ps	std cells
final	0.394	1610	420
after global routing	0.422	1380	420
after CTS	0.395	1690	420
after floorplan	0.236	2620	322
after global placement	0.300	1330	416
after detailed placement	0.298	1440	416
Power is estimated from default activity; no workload was simulated.
